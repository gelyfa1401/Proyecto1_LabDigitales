**flow/run.sh**
```bash
#!/bin/bash
# OpenROAD 26Q1-2900-gdf79404cd8, Yosys 0.63+post, stock flow scripts
make -C /OpenROAD-flow-scripts/flow DESIGN_CONFIG=/design/flow/config.mk WORK_HOME=/design/flow/orfs finish
```
**flow/config.mk**
```make
export PLATFORM = sky130hd
export DESIGN_NAME = divisorfrecuencia
export DESIGN_NICKNAME = divisorfrecuencia
export VERILOG_FILES = /design/flow/design.v
export SDC_FILE = /design/flow/constraint.sdc
export NUM_CORES = 4
export LEC_CHECK = 1
export CORE_AREA = 10 10 80 80
export DIE_AREA = 0 0 90 90
```
**flow/constraint.sdc**
```tcl
current_design divisorfrecuencia

set clk_period 2.2
set clk_io_pct 0.2

create_clock -name clk0 -period $clk_period [get_ports {clk}]

set non_clock_inputs [all_inputs -no_clocks]
set_input_delay [expr $clk_period * $clk_io_pct] -clock clk0 $non_clock_inputs
set_output_delay [expr $clk_period * $clk_io_pct] -clock clk0 [all_outputs]
```
**flow/design.v**
```verilog
`timescale 1ns / 1ps
module divisorfrecuencia(clk,clk_out); 
    input clk;
    output reg clk_out;
    reg [16:0] counter;
    always @(posedge clk)
    begin
       if(counter==16'd49_999)  
         begin
         counter<=16'd0;
         clk_out <= ~clk_out;
         end
      else
       begin
       counter <=counter+1'b1;
       end
   end
endmodule
```
==> notes.md <==
Results of the full flow below.

GRT:
- The run puts the number of global-route vias before repair at 475.
- Entering global routing, the biggest net connects 11 pins.
- The run gives the first-pass GRT wire length as 2.08 mm.
- The run gives the number of antenna violations at the first check in global routing as 0.
- The run puts the total grt overflow at 0.
- The run puts the total global routing track utilization at 0.0291.

Routing:
- Summed over all nets, wire length on met3 after detailed routing comes to roughly 41 um.
- The run gives the per-cell via count in the routed design as 3.29.
- The run gives the number of design rule violations left after detail routing as 0.
- The run puts the number of antenna repair diodes at 0.
- The run puts the average wire per standard cell at ~8 um.
- The run puts the wire length on met2 at roughly 470 um.
- The run gives the via count of the routed design as approximately 480.
- The first detailed-routing pass ran for 4 iterations.
- The run puts the wire length reported by the detailed router at 1.16 mm.
- The run gives the remaining antenna violation count after routing as 0.
- The run gives the number of DRC violations after detailed-routing iteration 0 as 23.
- The highest layer touched by signal routing is met3.
- The run gives the sum of routed wire segments on met1 as between 600 and 700 um.

Placed design:
- Counting tap cells, the placed design contains a total of between 100 and 150 instances.
- The run puts the worst setup slack after placement at approximately 530 ps.
- The run puts the final estimated routing congestion in global placement at 0.801.
- Buffers placed on the I/O ports in this run total 1.
- Summed over all nets, the half-perimeter wirelength after detailed placement is ~840 um.
- The run puts the area of placed instances at 830 um2.

Worst setup path:
- The worst register-to-register path has a setup slack of 540 ps.
- The critical path's slowest stage uses the library cell nor4_1.
- The run gives the depth of the critical timing path with buffers and inverters included as 5.
- The run puts the biggest cell delay along the critical path at around 460 ps.
- The critical path ends at counter[16].
- For the worst reg-to-reg path, the startpoint reported by OpenROAD is counter[0].
- The data required time reported for the critical path is 2340 ps.
- For the worst flop-to-flop path, the logic depth is 5.
- STA classifies the critical path endpoint as a flip-flop.
- The timing report shows the most common cell along the critical path to be nand3_1.
- Tracing the worst setup path back leads to its startpoint at counter[0].
- The run puts the arrival time of the worst setup path at 1810 ps.
- The run puts the highest net fanout along the worst path at 5.
- STA classifies the critical path startpoint as a flip-flop.
- The run gives the largest delay contributor family on the critical path as simple AND/OR/NAND/NOR gates.
- The critical path is of the reg -> reg type.
- Per STA, the worst path is made up of ha_1 > nand3_1 > nor4_1 > nand3_1 > xnor2_1.
- The run gives the end of the worst register-to-register path as counter[16].
- The run gives the number of buffers and inverters on the critical path as 0.

Floorplan:
- According to the I/O placement log, the pin count is 2.
- The initialized floorplan defines 25 standard-cell rows.
- In the floorplan report the effective utilization is 0.154.
- The horizontal die dimension reported for this design is approximately 90 um.
- The run gives the die height as approximately 90 um.
- According to the floorplan report, the placeable core area is between 0.004 and 0.005 mm2.
- The run puts the die footprint at 0.00810 mm2.

STA:
- Setup total negative slack on the finished layout was measured at 0 ps.
- The run gives the worst hold margin as 461 ps.
- The critical path in the final layout is reported with a setup slack of approximately 540 ps.
- The run gives the final number of max-transition violations as 0.
- The run puts the peak clock frequency supported by timing at roughly 0.60 GHz.
- The run gives the number of endpoints with negative hold slack in the final report as 0.
- The run puts the worst clock skew on the final layout at between 1.5 and 2 ps.
- The final timing report derives a shortest allowable period of around 1700 ps.
- The run gives the portion of the clock cycle consumed by the worst path in the final layout as 0.756.
- The run puts the total of endpoints with negative setup slack in the final report at 0.
- The run gives the remaining max-slew budget at the tightest pin as 0.729.
- Setup repair after global routing left no endpoint under its margin.
- The pin closest to its max-slew limit shows a slew of roughly 400 ps.

CTS:
- The cell sitting at the root of the clock tree is a clkbuf_8.
- The run gives the CTS tree as done.
- The run gives the CTS buffer count as 3.
- The run gives the clock latency at the later pin of the worst-skew pair as roughly 250 ps.
- The run gives the maximum root-to-sink buffer count as 2.
- The run gives the number of sinks on the clock net as 18.
- The run gives the number of buffers inserted to repair setup after CTS as 0.
- The run gives the count of hold buffers inserted by post-cts repair as 0.
- After clock tree synthesis, the clock-pin slew on the worst setup and hold paths is about 70 ps.
- The run puts the H-tree level count at 1.
- The run puts the number of gates resized after cts at 0.

Cells and area:
- The run puts the post-route non-filler standard cell count at 145.
- The run puts the utilization after layout at 0.187.
- The run gives the final design area excluding fillers as between 800 and 900 um2.
- The run gives the share of final-layout standard cells stronger than drive strength 1 as 0.0897.
- Per the run report, area growth between synthesis and finish was 21.5%.

Power:
- The run gives the leakage power as a little under 0.3 nW.
- The run gives the power per cell area as 670 mW/mm2.
- Power comes to around 0.6 mW.
- The worst-case IR drop observed on VDD is 0.000490 V.

Hold path:
- STA reports the tightest min-delay check as being of type reg -> reg.

Synthesis:
- The run gives the library cell with the largest summed area after synthesis as dfxtp_1.
- The area fraction of the largest cell type after synthesis is 0.467.
- The run gives the number of cells in Yosys stat as slightly above 70.
- The run puts the number of warnings issued by yosys at 1.
- The stat command in Yosys gives a chip area of approximately 730 um2.
- By area the synthesized netlist is led by dfxtp_1 (47%), xnor2_1 (13%), nand3_1 (5.5%).
- The run puts the register bit total from synthesis at 18.
- In this run the cell area of the synthesized design comes to 728 um2.
- The run gives the number of instances in the synthesized netlist as between 70 and 80.
- The run puts the part of the Yosys area used for sequential elements at 0.509.
- The run puts the mean area per synthesized cell at between 10 and 15 um2.
- In the Yosys stats the netlist draws on 17 distinct library cells.

Job:
- Across the run, the number of max-cap violations was 0.
- The run gives the number of warnings in the stage logs as 25.

Run status:
- The run finished with clean final reports.
==> metal layers <==
metal	GRT usage	vias up
met2	0.0418	4
met4	0.00133	0
li1	-	265
met3	0.0117	0
met1	0.0421	208
met5	0	-
==> layout make-up <==
class                      instances  area (um2)
clock buffer                       4        55.1
fill                             517        3840
inverter                           2        7.51
multi-input combinational         52         350
sequential                        18         370
tap                               67        83.8
timing repair buffer               2        17.5
==> cells in the final DEF, fill, tap and decap left out <==
master	Yosys	final
and3_1	2	2
and4_1	1	1
buf_4	0	1
clkbuf_8	0	4
clkdlybuf4s50_1	0	1
dfxtp_1	17	17
edfxtp_1	1	1
ha_1	1	1
inv_1	2	2
nand2_1	3	3
nand3_1	8	8
nand4_1	5	5
nor2_1	8	8
nor2b_1	1	1
nor3_1	3	3
nor4_1	3	3
nor4_4	1	1
or4_4	1	1
xnor2_1	11	11
xor2_1	4	4
==> synth_stat cells (all sizes together) <==
master  instances
nor2b           1
nor4            4
dfxtp          17
nand3           8
nor2            8
ha              1
xor2            4
nand2           3
edfxtp          1
nor3            3
nand4           5
or4             1
xnor2          11
and3            2
inv             2
and4            1
==> where the power goes <==
part	internal [mW]	leakage, nW	switching (mW)
logic	0	0.111	0
registers	0.328	0.148	0
clock network	0.159	0.0288	0.106
total	0.487	0.288	0.106
==> sequential cells by signal, indices dropped and copies added, names as in the netlist <==
| name | count |
|---|---|
| counter | 17 |
| clk_out | 1 |
==> how the worst min path moves through the flow <==
stage     slack [ps]           to  depth (start not counted)   startpoint
5_1_grt          500  counter[16]                          1  counter[16]
6_report         460  counter[16]                          1  counter[16]
4_1_cts          460  counter[16]                          1  counter[16]
==> cells by family after synthesis <==
family | share of synthesized area
AND/OR/NAND/NOR | 0.284
buffers and inverters | 0.0103
flip-flops | 0.509
adder cells (fa/ha/maj) | 0.0172
XOR/XNOR | 0.180
No activity file was given, so power comes from the tool's default toggle rates.
